**run.sh**
```bash
#!/bin/bash
# OpenROAD 26Q1-2900-gdf79404cd8, Yosys 0.63+post, stock flow scripts
make -C /OpenROAD-flow-scripts/flow DESIGN_CONFIG=/design/flow/config.mk WORK_HOME=/design/flow/orfs finish
```
**config.mk**
```make
export PLATFORM = sky130hd
export DESIGN_NAME = vga_testing
export DESIGN_NICKNAME = vga_testing
export VERILOG_FILES = /design/flow/design.v
export SDC_FILE = /design/flow/constraint.sdc
export NUM_CORES = 4
export LEC_CHECK = 1
export CORE_UTILIZATION = 50
```
**constraint.sdc**
```tcl
current_design vga_testing

set clk_period 5.9
set clk_io_pct 0.2

create_clock -name clk0 -period $clk_period [get_ports {CLK_I}]

set non_clock_inputs [all_inputs -no_clocks]
set_input_delay [expr $clk_period * $clk_io_pct] -clock clk0 $non_clock_inputs
set_output_delay [expr $clk_period * $clk_io_pct] -clock clk0 [all_outputs]
```
**design.v**
```verilog
`timescale 1ns / 1ps
module vga_testing(
    input CLK_I,
    output VGA_HS_O,
    output VGA_VS_O,
    output VGA_RED_O,
    output VGA_GREEN_O,
    output VGA_BLUE_O,
	 output [11:0] X,
	 output [11:0] Y,
	 input R,
	 input G,
	 input B
    );
reg [11:0]X;
reg [11:0]Y;
integer FRAME_WIDTH = 400;
integer FRAME_HEIGHT = 600;
integer H_FP = 20;
integer H_PW = 64;
integer H_MAX = 528;
integer V_FP = 1;
integer V_PW = 4;
integer V_MAX = 628;
localparam  H_POL = 1;
localparam  V_POL = 1;
reg pxl_clk;
reg active;
reg [11:0] h_cntr_reg = 0;
reg [11:0] v_cntr_reg = 0;
reg h_sync_reg = ~H_POL;
reg v_sync_reg = ~V_POL;
reg vga_red_reg = 0;
reg vga_green_reg = 0;
reg vga_blue_reg = 0;
always @(posedge CLK_I)
begin
	if (h_cntr_reg == (H_MAX - 1))
		h_cntr_reg <= 0;
	else
		h_cntr_reg <= h_cntr_reg + 1;
end
always @(posedge CLK_I)
begin
	if ((h_cntr_reg == (H_MAX - 1)) && (v_cntr_reg == (V_MAX - 1)))
		v_cntr_reg <= 0;
	else if (h_cntr_reg == (H_MAX - 1))
		v_cntr_reg <= v_cntr_reg + 1;
end
always @(posedge CLK_I)
begin
if ((h_cntr_reg >= (H_FP + FRAME_WIDTH - 1)) && (h_cntr_reg < (H_FP + FRAME_WIDTH + H_PW - 1)))
		h_sync_reg <= H_POL;
else
	h_sync_reg <= ~H_POL;
end
always @(posedge CLK_I)
begin
if ((v_cntr_reg >= (V_FP + FRAME_HEIGHT - 1)) && (v_cntr_reg < (V_FP + FRAME_HEIGHT + V_PW - 1)))
	v_sync_reg <= V_POL;
else
	v_sync_reg <= ~V_POL;
end
always @(posedge CLK_I)
begin
if (h_cntr_reg < FRAME_WIDTH && v_cntr_reg < FRAME_HEIGHT)
begin
 X <= h_cntr_reg;
 Y <= v_cntr_reg;
 vga_red_reg <= R;
 vga_green_reg <= G;
 vga_blue_reg <= B;
 end
else
begin
 vga_red_reg <= 0;
 vga_green_reg <= 0;
 vga_blue_reg <= 0;
end
end
 assign VGA_HS_O = h_sync_reg;
 assign VGA_VS_O = v_sync_reg;
 assign VGA_RED_O = vga_red_reg;
 assign VGA_GREEN_O = vga_green_reg;
 assign VGA_BLUE_O = vga_blue_reg;
endmodule
```
==> summary.txt <==
run metrics: CP endpoint kind=output pin, Syn Std Cell Area=around 2000 µm², Hold Crit Endpoint=Y[11], Die Size=~4300 µm², all-layer global routing usage=0.1922, Synth Flop Type=dfxtp_1, clock sink count=roughly 53, Post-CTS Resized=0, worst reg-to-reg path cell count=5, DR pass1 iterations=4, max_cap viols=0, drt first-iter violations=94, total core area=~3700 µm², critical register-to-register path startpoint=h_cntr_reg[10], Worst Hold Path Cells=0, worst path buffer plus inverter count=1, Power Density=about 230 nW/µm², antenna-violating nets left=0, synth warn=1, vias in the first global route=1302, Slew Limit Fails=0, # DRC=0, critical path startpoint category=flip-flop, post-synthesis average cell area=11.61 µm², Routed WL=3.326 mm, clock-pin slew on the worst setup and hold paths=0.08 ns, Worst Skew=0.004700 ns, Final Hold Viols=0, run status=complete, no violations, WL/cell=12.84 µm, CP peak stage delay=~0.46 ns, Placement Setup Slack=approximately 3.9 ns, via count=between 1000 and 1500, Max VDD drop=160.5 µV, CP arrival=about 1.1 ns, non-filler cells, final=~260, final setup fails=0, DIE WIDTH=about 65 µm, Post-CTS Repair Setup Buffers=0, setup_tns=0 ns, worst min-delay path class=flip-flop to flip-flop, total gr overflow=0, Highest Clock Rate=between 400 and 500 MHz, CTS root buf=clkbuf_8, filler cell count=~280, Yosys cell types=33, initial antenna violation count=0, Rows=22, largest net degree at the start of global routing=20, GP Congestion=around 0.87, area growth from synthesis to layout=23.43%, EDFF count, synth=24, Slowest cell on crit path=clkdlybuf4s50_1, fraction of registers with async set/reset=0, tool warning count=28, Logic area=approximately 650 µm², antenna cells=0, Leak=about 0.92 nW, Final WS setup=approximately 3.6 ns, Cells after Synth=between 150 and 200, Late-Pin Clk Latency=about 0.3 ns, clk buf depth=2, min cycle time layout=2.290 ns, post-synthesis sequential area ratio=0.6480, RR Endpoint=v_cntr_reg[2], WS Path Type=flip-flop to output pin, CTS tree=built, Post-CTS Hold Buffers=0, RSZ-0062 raised after global routing=no, Hold Startpoint=v_cntr_reg[11], Ports=33, worst path required time=4.72 ns, Placed Cells=251, fraction of layout cells with a size suffix above 1=0.06635, Port Buffers=32, Top cell excl fill/tap=clkdlybuf4s50_1, slew margin rel.=0.5972, # Cells Yosys=between 150 and 200, period utilization=0.3881, setup slack, reg-to-reg=approximately 3.8 ns, first-pass GRT wire length=between 5 and 6 mm, most frequent cells in the layout=clkdlybuf4s50_1 (32), dfxtp_1 (29), edfxtp_1 (24), Crit Path Max Fanout=1, critical path depth in cells=1, vias per cell=5.432, Worst-Margin Slew=~0.6 ns, CTS Buf Count=5, FF+latch area=1301 µm², flops & latches, synth=53, CTS H-tree lvls=2, sequence of cells on the critical path=clkdlybuf4s50_1, Die Y-Extent=approximately 65 µm, yosys stat area=between 2000 and 2500 µm², crit-path leading delay family=buffers and inverters, FP Util=0.5364, dpl hpwl=around 2.3 mm
[where the power goes]
group | total (mW) | internal [mW] | switching [mW] | leakage, nW
combinational | 0.00198 | 0.00172 | 0.000253 | 0.365
sequential | 0.380 | 0.380 | 0 | 0.513
clock | 0.189 | 0.0823 | 0.107 | 0.0388
total | 0.571 | 0.464 | 0.107 | 0.917
[worst max path at each step]
stage / start / end / slack (ns)
after CTS: X[10] / X[10] / 3.59
after global routing: X[9] / X[9] / 3.56
final: X[10] / X[10] / 3.61
[through the flow]
| stage | util | total power [mW] | hold slack (ns) | area, µm² |
|---|---|---|---|---|
| 5_1_grt | 0.6621 | 0.5928 | 0.4855 | 2479 |
| 3_5_place_dp | 0.6397 | 0.3903 | 0.4477 | 2395 |
| 4_1_cts | 0.6621 | 0.5755 | 0.4656 | 2479 |
| 6_report | 0.6621 | 0.5708 | 0.4588 | 2479 |
| 2_1_floorplan | - | 0.3884 | 0.4226 | 2008 |
| 3_3_place_gp | 0.6397 | 0.3903 | 0.4484 | 2395 |
[cells by family (layout without fill, tap and decap cells)]
family | count (synthesis) | in the layout | share of synthesized area
adders and majority gates | 3 | 3 | 0.01869
DFF | 53 | 53 | 0.6480
buffers and inverters | 15 | 53 | 0.02991
xor gates and xnor gates | 10 | 10 | 0.04362
and+or+nand+nor | 69 | 69 | 0.1894
AOI/OAI and AO/OA | 21 | 21 | 0.05982
muxes | 2 | 2 | 0.01059
[Yosys cell counts, drive strengths merged, types with 5 or more instances]
cell type  instances  share of area
nor2               6          0.011
edfxtp            24           0.36
dfxtp             29           0.29
nand4              5          0.016
nand2             14          0.027
o22ai              5          0.016
nand3             15          0.037
xor2               8          0.035
and2               6          0.019
o21ai              6          0.015
a21oi              7          0.017
inv               10          0.019
[metal layers]
layer,vias up,routed length (µm),global-route usage
li1,695,-,-
met3,6,230,0.04930
met4,0,50,0.03533
met5,-,0,0
met2,53,1390,0.2474
met1,653,1655,0.3598
[cell type report]
cell class,count,share of cell area
Multi-Input combinational cell,105,0.2635
Clock inverter,2,0.004543
Timing Repair Buffer,35,0.1383
Inverter,10,0.01514
Clock buffer,6,0.02928
Tap cell,48,0.02423
Sequential cell,53,0.5250
Power figures rest on the tool's default switching activity, not on a simulated workload.
